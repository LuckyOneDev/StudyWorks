[./config.mk]
export PLATFORM = sky130hd
export DESIGN_NAME = ram
export DESIGN_NICKNAME = ram
export VERILOG_FILES = /design/flow/design.v
export SDC_FILE = /design/flow/constraint.sdc
export NUM_CORES = 4
export LEC_CHECK = 1
export CORE_UTILIZATION = 30
[./constraint.sdc]
current_design ram

set clk_period 25.0
set clk_io_pct 0.2

create_clock -name clk0 -period $clk_period [get_ports {select}]

set non_clock_inputs [all_inputs -no_clocks]
set_input_delay [expr $clk_period * $clk_io_pct] -clock clk0 $non_clock_inputs
set_output_delay [expr $clk_period * $clk_io_pct] -clock clk0 [all_outputs]
[./design.v]
module ram #(
    parameter word_size   = 27,
    parameter word_amount = 37
) (
    input logic [$clog2(word_amount)-1:0] address,   
    input logic select,   
    input logic operation,   
    input logic [word_size-1:0] wdata,   
    output logic [word_size-1:0] rdata   
);
  logic [word_amount-1:0][word_size-1:0] memory;
  always @(posedge select) begin
    if (operation == 0) begin
      rdata = memory[address];
    end else begin
      memory[address] = wdata;
    end
  end
endmodule
[./run.sh]
#!/bin/bash
# OpenROAD 26Q1-2900-gdf79404cd8, Yosys 0.63+post, stock flow scripts
make -C /OpenROAD-flow-scripts/flow DESIGN_CONFIG=/design/flow/config.mk WORK_HOME=/design/flow/orfs finish
==> Implementation_results.wiki <==
== Implementation results ==
{| class="wikitable"
! Metric !! Value
|-
| First-pass GRT wire length || 238 mm
|-
| Area growth from synthesis to final layout || 12.2%
|-
| Met1 Usage GRT || 26.1%
|-
| CTS tree || yes
|-
| Input/output buffers || 61
|-
| Ys async rst share || 0%
|-
| Setup repair after global routing missed its margin || no
|-
| Count of vias placed by the detailed router || roughly 32000
|-
| Average size of a mapped cell || 15.7 sq um
|-
| Maximum buffer depth of the clock tree || 3
|-
| Core Footprint || 167000 sq um
|-
| Overflow after GRT || 0
|-
| Via count of the first global-routing pass || 33100
|-
| Worst path most repeated cell || sky130_fd_sc_hd__buf_4
|-
| DR WL/cell || 29.8 um
|-
| Main synth FF type || sky130_fd_sc_hd__edfxtp_1
|-
| Number of vias per cell || 5.86
|-
| Most used routing layer || met2
|-
| Number of synthesized register bits || 1026
|-
| Critical Path Start || operation
|-
| Number of nets with antenna violations after routing || 0
|-
| Required time at the endpoint of the critical path || ~25000 ps
|-
| Clock slew at reported path FFs || 60 ps
|-
| DR DRC count || 0
|-
| P_leak || 20.6 nW
|-
| Iter 0 DRT Violations || 2691
|-
| Dominant logic cell type in the layout || sky130_fd_sc_hd__edfxtp_1
|-
| GRT met3 Usage || a little under an eighth
|-
| Result of the run || finished clean
|-
| Max H-tree Level || 3
|-
| Yosys Instances || 3227
|-
| Number of antenna violations at the first check in global routing || 6
|-
| DIE HEIGHT || 413 um
|-
| Width of the die || 413 um
|-
| Count of pins over their slew limit || 0
|-
| Transition time at the pin with the least slew margin || 1160 ps
|-
| Total Power Consumption || 4.07 mW
|-
| Fraction of final layout cells sized beyond drive strength 1 || roughly a quarter
|-
| Share of the clock period used by the worst path || 34.5%
|-
| Clk Latency, worst-skew pair || 710 ps
|-
| Synth Warn # || 1
|-
| Buffer type at the clock tree root || sky130_fd_sc_hd__clkbuf_16
|-
| TNS Setup || 0 ps
|-
| Number of rows created at floorplan || approximately 150
|-
| Total wirelength of the detailed-routed design || 163 mm
|-
| Die Size || 170000 sq um
|-
| Met2 usage || 28.2%
|-
| CP Capture Type || register
|-
| Maximum net fanout on the critical path || 80
|-
| Setup repair bufs after CTS || 0
|-
| Post-cts resize count || 0
|-
| Distinct cells, synth || 58
|-
| Critical Path Source Type || input pin
|-
| Flip-flops with a built-in enable || 1026
|-
| Final worst path period need || 8620 ps
|-
| Final RePlAce weighted congestion || 0.957
|-
| Worst vdd rail ir drop || 0.0574 mV
|-
| Sum of net half-perimeters after detailed placement || between 90 and 100 mm
|-
| Slowest cell delay on critical path || 750 ps
|-
| Synth Cell Area || just over 50000 sq um
|-
| Core utilization at floorplan || a little under a third
|-
| Sequence of cells on the critical path || buf_8, buf_4, buf_4, buf_4, buf_4, buf_4
|-
| Cell with the largest stage delay on the worst path || sky130_fd_sc_hd__buf_4
|-
| Final Hold Viols || 0
|-
| Hold-fix buffers at CTS || 0
|-
| Cell type group with the largest total delay on the critical path || buffers and inverters
|-
| Slew Limit Headroom || between 20% and 30%
|-
| Data arrival, critical path || between 8000 and 9000 ps
|-
| Power density cells || slightly above 70 nW/um^2
|-
| # clock sinks || about 1000
|-
| Top Ports || between 60 and 70
|-
| CP Buf/Inv Count || 6
|-
| Largest net degree at the start of global routing || 131
|-
| Final standard cell count with taps included and fillers excluded || 5468
|-
| Warning total across the stage logs || 32
|-
| Kind of critical path || in2reg
|-
| Overall track demand over capacity in global routing || roughly 20%
|-
| Final setup fails || 0
|-
| DR pass1 iterations || 5
|-
| Worst hold path startpoint || memory[502]
|-
| Kind of path behind the tightest hold check || reg2reg
|-
| Maximum operating frequency || about 0.12 GHz
|-
| Cells after synthesis || 3227
|-
| Sequential cell area fraction in the yosys report || 60.9%
|-
| Maximum Capacitance Violations || 0
|-
| Startpoint of the lowest-slack register-to-register path || memory[645]
|-
| Count of placed standard cells including taps || 5269
|-
| Area figure in the yosys stat output || about 51000 sq um
|-
| Final Skew || 35.1 ps
|-
| TritonCTS buffer count || between 100 and 150
|-
| Top cells excl fill/tap || 1026 x sky130_fd_sc_hd__edfxtp_1, 741 x sky130_fd_sc_hd__a22o_1, 283 x sky130_fd_sc_hd__mux2_2
|}
==> synthesized netlist by cell type, drive strengths merged, types with 6 or more instances <==
library cell | count | area, sq um
a32oi | 6 | 52.6
o22ai | 35 | 219
nor2 | 47 | 186
edfxtp | 1026 | 30800
nand4 | 21 | 131
mux2 | 283 | 3190
a21oi | 30 | 150
a22o | 741 | 6490
mux4 | 142 | 3200
nand2 | 14 | 52.6
clkbuf | 208 | 781
nor3 | 28 | 303
a22oi | 97 | 728
buf | 159 | 927
nand3 | 74 | 430
o21ai | 22 | 110
a21boi | 6 | 45.0
nor2b | 7 | 43.8
mux2i | 209 | 2090
nor4 | 7 | 134
a211o | 18 | 158
==> area by class of cell <==
cell class / count / area [sq um]
diodes: 1 / 2.50
clock buffers: 136 / 2890
clock inverters: 62 / 482
fillers: 15900 / 111000
inverters: 3 / 11.3
multi-input cells: 1831 / 18200
flip-flops and latches: 1026 / 30800
well taps: 2204 / 2760
repair buffers: 205 / 1590
==> state kept, by name, summed over array words and instances, names as in the netlist <==
signal  cells
memory    999
rdata      27
==> routing by layer <==
metal | vias up | part of all wire (%)
li1 | 13400 | -
met1 | 16500 | 37
met2 | 1874 | 44
met3 | 286 | 14
met4 | 8 | 5.2
met5 | - | 0.027
==> cell families after synthesis <==
kind of cell | synth area share [%]
and+or+nand+nor | 2.86
buffers and inverters | 3.40
AOI/OAI and AO/OA | 15.9
xor gates and xnor gates | 0.0890
muxes | 16.7
adders and majority gates | 0.124
DFF | 60.9
==> worst paths after layout <==
path                  to  slack, ps  cells past startpoint
min reg2reg  memory[502]        570                      1
min          memory[502]        570                      1
max          memory[275]      16380                      6
max reg2reg    rdata[24]      22600                      4
==> stage by stage <==
step | util (%) | worst slack (ps) | hold WS (ps) | area, sq um
after global placement | 31.9 | 15720 | 552 | 53400
after floorplan | - | 16590 | 531 | 50600
final | 33.9 | 16380 | 569 | 56800
after detailed placement | 31.9 | 15680 | 550 | 53400
after CTS | 33.9 | 16430 | 573 | 56800
after global routing | 33.9 | 16130 | 580 | 56800
==> where the power goes <==
part	switching [mW]	internal [mW]	leakage [nW]
Clock	0.684	0.885	1.65
Combinational	0.235	0.172	8.89
Sequential	0.0600	2.03	10.1
Total	0.980	3.09	20.6
Power figures rest on the tool's default switching activity, not on a simulated workload.
