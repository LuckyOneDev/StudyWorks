--- flow/run.sh ---
#!/bin/bash
# OpenROAD 26Q1-2900-gdf79404cd8, Yosys 0.63+post, stock flow scripts
make -C /OpenROAD-flow-scripts/flow DESIGN_CONFIG=/design/flow/config.mk WORK_HOME=/design/flow/orfs finish
--- flow/config.mk ---
export PLATFORM = sky130hd
export DESIGN_NAME = timer
export DESIGN_NICKNAME = timer
export VERILOG_FILES = /design/flow/design.v
export SDC_FILE = /design/flow/constraint.sdc
export NUM_CORES = 4
export LEC_CHECK = 1
export CORE_UTILIZATION = 40
--- flow/constraint.sdc ---
current_design timer

set clk_period 2.1
set clk_io_pct 0.2

create_clock -name clk0 -period $clk_period [get_ports {clk}]

set non_clock_inputs [all_inputs -no_clocks]
set_input_delay [expr $clk_period * $clk_io_pct] -clock clk0 $non_clock_inputs
set_output_delay [expr $clk_period * $clk_io_pct] -clock clk0 [all_outputs]
--- flow/design.v ---
module timer #(
    parameter timerBaseAddr = 0,
    parameter timerbits = 8,
    parameter addrWidth = 2
) (
    input sel,
    enable,
    reset,
    clk,
    write,
    input logic [addrWidth-1:0] addr,
    input logic [timerbits-1:0] wdata,
    output logic [timerbits-1:0] rdata,
    output logic ready,
    slverr
);
  localparam STATE_IDLE = 0;
  localparam STATE_SETUP = 1;
  localparam STATE_WRITE = 2;
  localparam STATE_READ = 3;
  localparam CTR_STATUS_ADDR = timerBaseAddr;
  localparam CTR_GOAL_ADDR = timerBaseAddr + 1;
  localparam CTR_CURR_ADDR = timerBaseAddr + 2;
  localparam CTR_STATUS_START = 0;
  localparam CTR_STATUS_PAUSE = 1;
  localparam CTR_STATUS_STATE = 2;
  localparam CTR_STATE_LEN = 2;
  logic [1:0] apb_state;
  logic [timerbits-1:0] current_value;
  logic [timerbits-1:0] max_value;
  localparam CTR_IDLE = 2'b00;
  localparam CTR_RUNNING = 2'b01;
  localparam CTR_COMPLETE = 2'b10;
  logic [3:0] state_bits;
  always @(posedge clk) begin
    if (!reset) begin
      apb_state <= STATE_IDLE;
      current_value <= 0;
      max_value <= 0;
      state_bits <= 0;
    end
    if (state_bits[CTR_STATUS_STATE+:CTR_STATE_LEN] == CTR_RUNNING && current_value == max_value)
      state_bits[CTR_STATUS_STATE+:CTR_STATE_LEN] <= CTR_COMPLETE;
    if (state_bits[CTR_STATUS_STATE+:CTR_STATE_LEN] == CTR_RUNNING && !state_bits[CTR_STATUS_PAUSE])
      current_value <= current_value + 8'b00000001;
    if (addr >= timerBaseAddr && addr <= timerBaseAddr + 2) begin
      case (apb_state)
        STATE_IDLE: begin
          rdata  <= 0;
          slverr <= 0;
          ready  <= 0;
          if (sel) apb_state <= STATE_SETUP;
        end
        STATE_SETUP: begin
          if (sel && enable) begin
            if (write) begin
              apb_state <= STATE_WRITE;
            end else begin
              apb_state <= STATE_READ;
            end
          end
        end
        STATE_WRITE: begin
          ready <= 1;
          if (sel && enable) begin
            case (addr)
              CTR_STATUS_ADDR: begin
                state_bits[CTR_STATUS_START] <= wdata[0];
                state_bits[CTR_STATUS_PAUSE] <= wdata[1];
                if (wdata[CTR_STATUS_START] == 1)
                  state_bits[CTR_STATUS_STATE+:CTR_STATE_LEN] <= CTR_RUNNING;
                else begin
                  current_value <= 0;
                  state_bits[CTR_STATUS_STATE+:CTR_STATE_LEN] <= CTR_IDLE;
                end
              end
              CTR_GOAL_ADDR: begin
                max_value <= wdata;
              end
              CTR_CURR_ADDR: begin
                slverr <= 1;
              end
            endcase
          end else apb_state <= STATE_IDLE;
        end
        STATE_READ: begin
          ready <= 1;
          if (sel && enable) begin
            case (addr)
              CTR_STATUS_ADDR: begin
                rdata <= state_bits;
              end
              CTR_GOAL_ADDR: begin
                rdata <= max_value;
              end
              CTR_CURR_ADDR: begin
                rdata <= current_value;
              end
            endcase
          end else apb_state <= STATE_IDLE;
        end
        default: begin
          apb_state <= STATE_IDLE;
        end
      endcase
    end
  end
endmodule
==> ci_impl_report.md <==
### Metrics collected by this job

| Metric | Value |
|---|---|
| Largest net degree at the start of global routing | `20` |
| Yosys Instances | `187` |
| Lkg Pwr | `around 0.8 nW` |
| GP Congestion | `0.873` |
| Layout Utilization | `between 50% and 60%` |
| Post-Syn Area | `between 0.0015 and 0.002 mm^2` |
| VDD IR max | `about 0.00039 V` |
| First-iteration detailed-routing DRC count | `around 110` |
| Routed wire per std cell | `12.9 um` |
| Tool Warnings | `28` |
| Cts repair resizes | `0` |
| Clk sinks | `34` |
| Ys flop type | `dfxtp_1` |
| Clock tree skew after final layout | `4.07 ps` |
| Number of port buffers | `24` |
| Setup Viol. Count Final | `0` |
| Flop and latch count out of synthesis | `34` |
| Core Box Area | `0.00400 mm^2` |
| TritonRoute pass-1 iters | `4` |
| Worst Hold Class | `reg2reg` |
| Top area cell types | `dfxtp_1 (29%), edfxtp_1 (18%), nand3_1 (7.2%)` |
| First-pass GRT wire length | `5800 um` |
| Setup WS post-layout | `335 ps` |
| Fmax | `roughly 570 MHz` |
| Pwr dens | `694 mW/mm^2` |
| Final setup TNS | `0 ps` |
| Tot Pwr | `1.42 mW` |
| Fraction of registers with async set/reset | `0%` |
| Yosys warning tally | `1` |
| Initial antenna violation count | `0` |
| Crit. End Element | `flop` |
| Min Hold Slack | `493 ps` |
| Worst Path Arrival | `1920 ps` |
| Post-DP HPWL | `2500 um` |
| Seq share, synth | `46.6%` |
| MaxCap Viol Count | `0` |
| DIE AREA | `0.00445 mm^2` |
| Chip Height | `66.7 um` |
| Remaining DRCs | `0` |
| Total GRT Usage | `~18%` |
| Vias | `1399` |
| Slew Limit Fails | `0` |
| Clock Latency Late Sink | `280 ps` |
| N_diodes | `0` |
| Clk Tree Root Cell | `clkbuf_8` |
| Cells after Synth | `187` |
| Critical path data required time | `2260 ps` |
| Avg Synthesized Cell Area | `slightly below 9 um^2` |
| Number of enable flip-flop cells | `10` |
| DR vias/cell | `5.34` |
| Critical-path maximum fanout | `8` |
| Area growth, synth to finish | `22.0%` |
| Fin crit period | `between 1500 and 2000 ps` |
| Post-DRT Antenna Nets | `0` |
| CTS max path bufs | `2` |
| Vias in the first global route | `1248` |
| Dpl ws | `about 24 ps` |
| Routed WL | `3390 um` |
| RSZ-0062 raised after global routing | `no` |
| Top-area cell type share of the netlist area | `28.7%` |
| Die extent in x | `66.7 um` |
| Commonest cells post-synth | `dfxtp_1 (24), nand3_1 (24), nand2_1 (20)` |
| Floorplan core density | `41.9%` |
| Grt ovf | `0` |
| CTS tree | `done` |
| Area leader, netlist | `dfxtp_1` |
| # hold bufs at CTS | `0` |
| Worst-path clk slew | `approximately 60 ps` |
| Num CTS Buffers | `5` |
| Least-Margin Pin Slew | `475 ps` |
| Row count | `23` |
| Max_slew headroom | `68.2%` |
| Hold Violations, Final | `0` |
| CP Class | `in2reg` |
| CTS H-Tree Depth | `2` |
| Cell Type Count | `38` |
| Layout cells sized above 1 | `6.13%` |
| Setup bufs post-CTS | `0` |
| Top Ports | `25` |
| Period utilization | `84.0%` |
| Chip Area, Yosys | `0.00167 mm^2` |
| Startpoint types | `input pin` |
| Outcome | `finished clean` |
worst paths after layout:
path / start / endpoint / slack, ps / depth (start not counted)
setup / recovery: addr[0] / current_value[7] / 330 / 6
hold / removal: state_bits[0] / state_bits[0] / 490 / 2
setup reg to reg: state_bits[2] / current_value[3] / 540 / 4
hold reg to reg: state_bits[0] / state_bits[0] / 490 / 2
through the flow:
step	cell area [um^2]	std cells
2_1_floorplan	1670	187
3_3_place_gp	1960	254
3_5_place_dp	1960	254
4_1_cts	2040	262
5_1_grt	2040	262
6_report	2040	262
where the power goes:
group | internal [mW] | switching, mW | total (mW)
logic | 0.121 | 0.0846 | 0.206
registers | 0.733 | 0.0293 | 0.762
clock network | 0.235 | 0.215 | 0.450
logic make-up after synthesis:
kind of cell	after synthesis	share of synthesized area, %
DFF	34	46.6
xor gates and xnor gates	9	4.71
adders and majority gates	5	3.74
and+or+nand+nor	78	23.4
AOI/OAI and AO/OA	42	16.7
buffers and inverters	19	4.86
flip-flops by register name, summed over array words and instances (netlist names):
register       count
rdata              8
slverr             1
max_value          8
current_value      8
apb_state          4
ready              1
state_bits         4
layer usage:
layer / vias up / global-route usage, % / routed length, um
met4: 0 / 2.39 / 44
met1: 631 / 30.0 / 1750
met2: 37 / 24.0 / 1430
met5: - / 0 / 0
met3: 6 / 3.13 / 167
li1: 725 / - / -
worst max-delay path, stage by stage:
cell	delay, ps
clkdlybuf4s50_1	470
ha_1	240
and4b_1	300
nand2_1	100
nor2_2	290
nor3_1	100
cell usage in the layout (no fill, tap or decap), drive strengths merged, types with 2 or more instances in the layout:
cell / count
nor2: 14
clkbuf: 8
buf: 6
ha: 5
o211a: 4
dfxtp: 24
inv: 6
edfxtp: 10
nand2: 20
nand4: 4
clkdlybuf4s50: 24
and2: 3
a41oi: 2
nand3b: 2
o21ai: 7
nor3: 3
xnor2: 8
a211oi: 2
a22oi: 8
a21oi: 14
nand3: 24
layout make-up:
type                            count  area [um^2]
Clock buffer                        8         80.1
Inverter                            6         22.5
Timing Repair Buffer               30          285
Tap cell                           50         62.6
Fill cell                         356         1960
Sequential cell                    34          781
Multi-Input combinational cell    134          812
Power and IR drop assume default switching activity.
